### flow/run.sh
#!/bin/bash
# OpenROAD 26Q1-2900-gdf79404cd8, Yosys 0.63+post, stock flow scripts
make -C /OpenROAD-flow-scripts/flow DESIGN_CONFIG=/design/flow/config.mk WORK_HOME=/design/flow/orfs finish
### flow/config.mk
export PLATFORM = sky130hd
export DESIGN_NAME = johnsoncounter
export DESIGN_NICKNAME = johnsoncounter
export VERILOG_FILES = /design/flow/design.v
export SDC_FILE = /design/flow/constraint.sdc
export NUM_CORES = 4
export LEC_CHECK = 1
export CORE_AREA = 10 10 70 70
export DIE_AREA = 0 0 80 80
### flow/design.v
`timescale 1ns / 1ps
module johnsoncounter(
    input clk,
    input clr,
    output [3:0] q,
    output [3:0] qb
    );
	 wire w1;
	 not n1(w1,q[3]);
dff d3 (clk,q[2],q[3],qb[3]);
dff d2 (clk,q[1],q[2],qb[2]);
dff d1 (clk,q[0],q[1],qb[1]);
dff d0 (clk,w1,q[0],qb[0]);
endmodule
module dff(input clk,input d,output reg q,output reg qb);
initial begin q=0 ;qb=1 ;end
always @(posedge clk)
begin
casex({d})
1'b0: begin q=0;qb=1; end
1'b1: begin q=1;qb=0; end
endcase
end
endmodule
### flow/constraint.sdc
current_design johnsoncounter

set clk_period 1.0
set clk_io_pct 0.2

create_clock -name clk0 -period $clk_period [get_ports {clk}]

set non_clock_inputs [all_inputs -no_clocks]
set_input_delay [expr $clk_period * $clk_io_pct] -clock clk0 $non_clock_inputs
set_output_delay [expr $clk_period * $clk_io_pct] -clock clk0 [all_outputs]
==> metrics.csv <==
metric,value,unit
outcome,"finished, final reports clean",
final-max-slew-violation-count,0,
cp_top_family,flip-flops,
dieArea,6400,um2
yosysChipArea,235,um2
wl_per_cell,6.63,um
rsz0062_at_grt,false,
finalCriticalPeriod,0.969,ns
path_cells,dlygate4sd2_1,
cts_root_buffer,clkbuf_4,
critical_path_buf_inv_count,1,
end_kind,primary output,
synthTopCellsByCount,"8 x buf_4, 8 x dfxtp_1, 4 x inv_1",
comb_area,0,um2
stdcell_area,364,um2
fin_ws,0.0310,ns
vias_per_cell,1.79,
finish.utilization,10.7,%
largest_area_cell,dfxtp_1,
num_rows,21,
diodes,0,
topCellsByArea,"dfxtp_1 68%, buf_4 26%, inv_1 6.4%",
top_cell_area_share,68.1,%
power_density,1510,nW/um2
critical_path_class,reg2out,
final-setup-viol-count,0,
yosysUniqueCellTypes,3,
drc,0,
clk_latency,0.24,ns
worst_setup_path_start_kind,register,
ir_drop,0.201,mV
dp_hpwl,405,um
postRouteAntennaNets,0,
antenna_found_initial,0,
cts_buffers,3,
cts_tree,yes,
fin_setup_tns,0,ns
crit_slowest_cell,dfxtp_1,
path_clk_slew,0.05,ns
timing.clock.skew,0.00150,ns
clock_path_buffers,2,
pre_cts_ws,-0.00921,ns
num-multi-input-gates,0,
period_used_share,96.9,%
grt_pass1_wl,696,um
grt_usage,1.46,%
slew_headroom,95.5,%
syn_avg_cell_area,11.8,um2
coreArea,3420,um2
ys_sh_simple,0,%
dieWidth,80,um
cap_viol_max_count,0,
htreeDepth,1,
cp_max_fo,1,
fmax,1030,MHz
initCoreUtil,6.89,%
mux_area_share,0,%
syn_area,235,um2
cp.arrival,0.77,ns
p_leak,0.143,nW
finalHoldViolations,0,
synth_async_sr_flop_share,0,%
dr.pass1.iters,1,
hold_buffers,0,
tightestPinTransition,0.0672,ns
hold_path.class,reg2reg,
syn_inst,20,
ys_warn_count,1,
slowest_delay,0.29,ns
ys_cells,20,
drive_above_1_share,44.4,%
synth-xor-area-share,0,%
grt_pass1_vias,140,
grt_remaining_overflow,0,
port_buffers,8,
flop_cell,dfxtp_1,
io_pins,10,
grt_max_degree,5,
worstPathRequired,0.80,ns
ys_top_logic_family,buffers and inverters,
edf_count,0,
drt_iter0_markers,0,
ys_ff,8,
via_count,131,
tool_warnings,27,
dieHeight,80,um
fa_ha_area_share,0,%
timing.hold.ws,0.449,ns
dpl-instance-area,343,um2
ys_seq_share,68.1,%
routed_wl,484,um
area_growth,54.8,%
synthAoiAreaFrac,0,%
place_congestion,0.680,
numClockSinks,8,
-- flip-flops by register name (all words and copies together) (netlist names) --
signal  cells
d0.q        1
d0.qb       1
d1.q        1
d1.qb       1
d2.q        1
d2.qb       1
d3.q        1
d3.qb       1
-- final timing paths --
kind / start / to / slack, ns / depth (start not counted)
worst min register to register: d1.q$_DFF_P_ / d2.q$_DFF_P_ / 0.45 / 1
worst min-delay path: d1.q$_DFF_P_ / d2.q$_DFF_P_ / 0.45 / 1
worst max register to register: d0.q$_DFF_P_ / d1.qb$_DFF_P_ / 0.44 / 2
worst max-delay path: d3.qb$_DFF_P_ / qb[3] / 0.03 / 1
-- power breakdown --
group	total [mW]	leakage (nW)	switching (mW)	internal, mW
clock network	0.232	0.0138	0.0958	0.136
registers	0.319	0.0665	0	0.319
logic	0.0000000630	0.0630	0	0
-- layer usage --
layer  vias up  global-route usage, %  wire length (um)
li1         63                      -                 -
met1        60                   1.48               197
met2         6                   2.41               241
met3         2                  0.455                17
met4         0                   1.23                27
met5         -                      0                 0
-- layout by cell type, fill, tap and decap left out --
cell	n
clkdlybuf4s15_1	6
inv_1	4
dfxtp_2	4
dfxtp_1	4
buf_4	4
clkbuf_4	3
clkbuf_2	1
dlygate4sd2_1	1
-- metrics by stage --
| step | std cells | total power [mW] |
|---|---|---|
| floorplan | 20 | 0.326 |
| finish | 73 | 0.551 |
| detailed placement | 70 | 0.326 |
| global placement | 70 | 0.326 |
| CTS | 73 | 0.562 |
| global route | 73 | 0.577 |
-- what timing repair did --
item	CTS	global route
setup buffers	0	0
gates resized	13	7
pin swaps	0	0
endpoints found under the setup margin	8	6
endpoints found under the hold margin	0	0
-- cell families (layout without fill, tap and decap cells) --
family / Yosys count / in the layout
buffers and inverters: 12 / 19
DFF: 8 / 8
-- cell type report --
class / instances / area, um2
Inverter: 4 / 15.0
Timing Repair Buffer: 12 / 104
Clock buffer: 3 / 22.5
Tap cell: 46 / 57.6
Fill cell: 396 / 3050
Sequential cell: 8 / 165
Power figures rest on the tool's default switching activity, not on a simulated workload.
